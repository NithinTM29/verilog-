==> design/flow/design.v <==
module encode (I,D);
input [7:0] I;
output [2:0] D;
reg [2:0] D;
always @ (I)
begin
if (I[7]==1'B1) D=3'B111;
else if (I[6]==1'B1) D=3'B110;
else if (I[5]==1'B1) D=3'B101;
else if (I[4]==1'B1) D=3'B100;
else if (I[3]==1'B1) D=3'B011;
else if (I[2]==1'B1) D=3'B010;
else if (I[1]==1'B1) D=3'B001;
else if (I[0]==1'B1) D=3'B000;
else D=3'BZZZ;
end
endmodule
==> design/flow/run.sh <==
#!/bin/bash
# OpenROAD 26Q1-2900-gdf79404cd8, Yosys 0.63+post, stock flow scripts
make -C /OpenROAD-flow-scripts/flow DESIGN_CONFIG=/design/flow/config.mk WORK_HOME=/design/flow/orfs finish
==> design/flow/config.mk <==
export PLATFORM = sky130hd
export DESIGN_NAME = encode
export DESIGN_NICKNAME = encode
export VERILOG_FILES = /design/flow/design.v
export SDC_FILE = /design/flow/constraint.sdc
export NUM_CORES = 4
export LEC_CHECK = 1
export CORE_AREA = 10 10 70 70
export DIE_AREA = 0 0 80 80
==> design/flow/constraint.sdc <==
current_design encode

set clk_period 1.2
set clk_io_pct 0.2

create_clock -name clk0 -period $clk_period

set non_clock_inputs [all_inputs -no_clocks]
set_input_delay [expr $clk_period * $clk_io_pct] -clock clk0 $non_clock_inputs
set_output_delay [expr $clk_period * $clk_io_pct] -clock clk0 [all_outputs]
==> summary.rpt <==
PHYSICAL IMPLEMENTATION REPORT
----------------------------------------------------
[Layout]
  Flop count ........................ 0
  Area taken by flip-flops and latches ........................ 0 um2
  Number of clock buffer instances in the layout ........................ 0
  Util after Layout ........................ 0.06264
  Share of layout cells above drive strength 1 ........................ 0.3810
  Synth-to-Final Area Change ........................ 375.0%

[Final timing]
  Fin Setup TNS ........................ 0 ps
  Crit share post-route ........................ 0.9698
  Max-Slew Margin vs Limit ........................ 0.8422
  Highest achievable clock rate ........................ 0.8593 GHz
  Max-slew violation total from the final report ........................ 0
  Worst Slack Setup Final ........................ between 30 and 40 ps
  Final Hold Viols ........................ 0
  Setup-violating endpoint count in the final report ........................ 0
  Worst slack on hold paths ........................ 862.5 ps
  Setup repair after global routing missed its margin ........................ no
  Min Clock Period, post-route ........................ 1164 ps
  Transition time at the pin with the least slew margin ........................ between 200 and 250 ps

[Power and ir drop]
  Combinational share of power ........................ 1.000
  Proportion of total power due to net switching ........................ 0.3804
  Internal power ........................ around 0.026 mW
  Portion of total power attributed to the clock network ........................ 0
  Areal power density over the cells ........................ just under 200 nW/um2
  Worst-case vdd ir drop ........................ 17.94 uV
  Share of total power in sequential cells ........................ 0
  Sw Pwr ........................ approximately 0.016 mW
  Lkg Pwr ........................ a little over 0.08 nW
  Total power after layout ........................ ~0.042 mW

[Global routing]
  Remaining global-route overflow ........................ 0
  Global routing usage summed across all routing layers ........................ 0.009236
  Global-route wire length before repair ........................ 524 um
  Number of antenna violations at the first check in global routing ........................ 0
  Pin count of the biggest net entering global routing ........................ 4
  Number of global-route vias before repair ........................ about 120

[Routing]
  Detail-routed via count per cell ........................ ~1.7
  Number of detailed-route iterations in the first pass ........................ 1
  Total via count in the routed design ........................ between 100 and 150
  Post-route antenna net violation count ........................ 0
  Initial DRC count ........................ 0
  Antenna fix cells ........................ 0
  DRC violations left ........................ 0
  Total wire length after detailed routing ........................ approximately 340 um
  Wire length per cell ........................ a little over 5 um

[Logic synthesis]
  Cell type with the largest total area after synthesis ........................ a21oi_1
  Top cell types by occurrence after synthesis ........................ 2 x a21oi_1, 2 x nand2_1, 2 x nor2_1
  Top-area cell share ........................ 0.2222
  Avg Inst Size Synth ........................ approximately 4.5 um2
  Post-Synthesis Cells ........................ 10
  Warnings from Yosys ........................ 2
  Chip area from the yosys synthesis statistics ........................ 45.04 um2
  Dominant cells by area after synthesis ........................ a21oi_1 22%, nand2_1 17%, nor2_1 17%
  Combined area of all synthesized cells ........................ roughly 45 um2
  Cell total in the yosys stat output ........................ 10
  Sequential fraction of the synthesis area ........................ 0
  Yosys cell types ........................ 7

[Critical path]
  Category of the critical setup timing path ........................ primary input to primary output
  Launching element type of the critical path ........................ primary input
  Crit. End Element ........................ primary output
  Arrival time at the worst endpoint ........................ about 920 ps
  Data required time of the critical path ........................ between 900 and 1000 ps
  Largest driver fanout on the critical path ........................ 2

[Hold path]
  Hold wc startpoint ........................ I[4]
  Hold path cells ........................ 3
  Endpoint with the worst hold slack ........................ D[0]
  Min-Delay Path Class ........................ primary input to primary output

[Floorplan]
  Die outline area ........................ around 6400 um2
  Die y size ........................ about 80 um
  I/O pin count ........................ 11
  Area of the placeable core ........................ approximately 3400 um2
  Fp util ........................ 0.01319
  Die Span X ........................ ~80 um
  Number of core rows ........................ 21

[Place]
  Post-placement setup slack ........................ -548.3 ps
  Global placer's final weighted congestion ........................ between 0.7 and 0.8
  Quantity of I/O buffers inserted on ports ........................ 10

[Flow run]
  Maxcap violations ........................ 0
  Count of warning messages emitted by the tools ........................ 34

[Outcome]
  Run status ........................ completed

[Clocking]
  Hold buffer count at cts ........................ 0

----------------------------------------------------
repair_timing:
item	4_1_cts	5_1_grt
buffers inserted	2	0
pin swaps	3	3
gates cloned	0	0
gates resized	18	5
setup endpoints to repair	3	2
per-layer routing:
metal | vias up | track usage | share of wire
met5 | - | 0 | 0
met4 | 0 | 0 | 0
met3 | 0 | 0.006818 | 0.23
met2 | 10 | 0.01445 | 0.24
met1 | 48 | 0.01055 | 0.52
li1 | 57 | - | -
metrics by stage:
step	area [um2]	std cells
3_3_place_gp	202.7	66
4_1_cts	211.5	68
5_1_grt	214.0	67
6_report	214.0	67
2_1_floorplan	45.04	10
3_5_place_dp	202.7	66
critical path, stage by stage:
cell,delay (ps)
clkdlybuf4s15_1,200
inv_2,70
a21oi_2,50
o31ai_1,220
buf_2,150
power groups by stage:
stage	Clock, mW	Sequential (mW)	Combinational (mW)
final	0	0	0.0416
after global routing	0	0	0.0451
after CTS	0	0	0.0407
worst max-delay path by stage:
| stage | depth (start not counted) | end | start |
|---|---|---|---|
| after global routing | 4 | D[1] | I[3] |
| final | 5 | D[0] | I[2] |
| after CTS | 4 | D[0] | I[1] |
placed cells by master, fill, tap and decap left out, drive strengths merged:
cell | synthesis | final
dlygate4sd2 | 0 | 4
clkdlybuf4s15 | 0 | 4
nor2 | 2 | 2
nand2 | 2 | 2
inv | 1 | 2
a21oi | 2 | 2
buf | 0 | 2
o31ai | 1 | 1
o21ai | 1 | 1
dlymetal6s2s | 0 | 1
kinds of logic after synthesis:
kind of cell           after synthesis  share of synthesized area
AND/OR/NAND/NOR                      4                     0.3335
AND-OR/OR-AND                        4                     0.5000
buffers and inverters                2                     0.1665
area by class of cell:
| type | count | area [um2] |
|---|---|---|
| Timing Repair Buffer | 11 | 102.6 |
| Fill cell | 412 | 3202 |
| Inverter | 2 | 7.507 |
| Multi-Input combinational cell | 8 | 46.29 |
| Tap cell | 46 | 57.56 |
Power and IR drop assume default switching activity.
