### design.v
module alu (a, b, code, en, aluout);
input [3:0]a,b;
input [2:0] code;
input en;
output [7:0] aluout;
reg [7:0] aluout ;
wire[7:0] x, y;
assign x = {4'B0000, a};
assign y = {4'B0000, b};
always @ (x, y, code, en, a,b)
begin
if (en == 1'B1)
 case (code)
   3'd0: aluout = x + y;
   3'd1: aluout = x - y;
   3'd2: aluout = ~x;   
   3'd3: aluout = a * b;
   3'd4: aluout = x & y;
   3'd5: aluout = x | y;
   3'd6: aluout = ~(x & y);
   3'd7: aluout = ~(x | y);
default: aluout = 8'B00000000;
endcase
else
aluout = 8'BZZZZZZZZ;
end
endmodule
module tb_alu;
reg[7:0] A,B;
reg[3:0]ALU_Sel;
wire[7:0]ALU_Out;
wire CarruOut;
integer i;
alu test_unit(
A,B, 
ALU_Sel, 
ALU_Out, 
CarryOut 
);
initial begin
A = 4'b1010; 
B = 4'b1011; 
ALU_Sel = 4'h0; 
for (i=0;i<=15;i=i+1)
begin
ALU_Sel = ALU_Sel + 8'h01; 
#10;
end
A = 8'hF6; 
B = 8'h0A; 
end
endmodule
### run.sh
#!/bin/bash
# OpenROAD 26Q1-2900-gdf79404cd8, Yosys 0.63+post, stock flow scripts
make -C /OpenROAD-flow-scripts/flow DESIGN_CONFIG=/design/flow/config.mk WORK_HOME=/design/flow/orfs finish
### config.mk
export PLATFORM = sky130hd
export DESIGN_NAME = alu
export DESIGN_NICKNAME = alu
export VERILOG_FILES = /design/flow/design.v
export SDC_FILE = /design/flow/constraint.sdc
export NUM_CORES = 4
export LEC_CHECK = 1
export CORE_AREA = 10 10 80 80
export DIE_AREA = 0 0 90 90
### constraint.sdc
current_design alu

set clk_period 4.0
set clk_io_pct 0.2

create_clock -name clk0 -period $clk_period

set non_clock_inputs [all_inputs -no_clocks]
set_input_delay [expr $clk_period * $clk_io_pct] -clock clk0 $non_clock_inputs
set_output_delay [expr $clk_period * $clk_io_pct] -clock clk0 [all_outputs]
==> run summary <==
The synthesis and place-and-route flow finished, so here is a summary.

The yosys-reported design area after synthesis came out at roughly 1000 um2. The worst hold path was traced through 6 stages. The final reports fail on setup timing.

The minimum clock period came out at roughly 4200 ps. The half-perimeter wire length after placement came out at between 2 and 2.5 mm. The area overhead of the layout relative to synthesis came out at 61.16%.

The initial antenna violation count was 0. Looking at the setup timing report, the critical path kind is in2out. The antenna diode instance count is 0. At the floorplan stage, the core utilization is reported as between 20% and 30%. The area taken by flip-flops and latches is 0 um2. The overall die area came out at 8100 um2. The area of the core region came out at 4723 um2.

The depth of the critical timing path with buffers and inverters included came out at 13. The finished layout reports a core utilization of around 35%. The headroom to the max-slew limit is between 70% and 80%. The average detailed-routed wire length per instance is 10.26 um. Broken down by cell family, the worst path's largest delay share belongs to adder cells. The most common cell in the synthesized netlist is ha_1. The violation tally from detailed-route iteration zero came out at ~43.

The required time at the worst-slack endpoint is 3200 ps. The via count of the first global-routing pass is 1,036. The kind of launch point of the worst setup path is an input port. The share of the synthesized area in the top cell type is 28.95%. The report lists the power per cell area as 126.6 nW/um2.

The maximum fanout along the worst path is 2. The post-synthesis sequential area ratio is 0%. The global-route wire length before repair came out at around 4.5 mm. The path class of the lowest-slack min-delay path is in2out.

The max-cap check violation count is 0. The number of optimization iterations in the first detailed-route pass came out at 4. At the pin with the least slew margin, the transition time is roughly 380 ps. The cell sequence reported for the critical path is buf_8 > nand2_4 > fa_1 > inv_2 > fa_1 > inv_2 > fa_2 > inv_2 > a311oi_2 > a31oi_1 > a221oi_2 > nand3_1 > buf_2.

The total number of vias is 1,050. The remaining design rule violation count is 0. The overall routed net length is roughly 2.6 mm. The tally of OpenROAD warnings came out at ~43. The dominant cell type by area after synthesis is ha_1. The number of clock-tree buffers in the layout is 0.

The maximum number of pins on one net before global-route repair is 10. From the final report, the count of setup violators was given as 3. The all-layer global routing usage is roughly 6.4%. The final global-route overflow total came out at 0. Among the stages of the critical path, the cell type that occurs most often is inv_2. The average size of a mapped cell came out at between 7 and 8 um2. The proportion of layout cells with a drive suffix above 1 is between 40% and 50%. Tracing the worst setup path back leads to its startpoint at a[0]. The count of endpoints failing hold in the final timing report is 0. The quantity of hold-fixing buffers added after cts came out at 0. The worst path uses 105.3% of the clock period.

The highest attainable clock frequency is 237.3 MHz. The count of different cell masters after synthesis came out at 31. After routing, the total negative slack on setup checks comes to -340.0 ps. The placement summary gives the final routability congestion estimate as about 0.82.

The top-level port count is 20. The number of rows created at floorplan came out at 25. The number of routed nets with antenna violations came out at 0. Measured along the y axis, the die boundary spans 90 um. The number of cells reported by Yosys stat comes to roughly 140.

The horizontal die dimension is ~90 um. Sequential cells placed in the final layout were counted as 0. Ranked by instance count, the synthesized netlist is headed by ha_1, inv_1, nor2_1. The data arrival time of the critical path came out at 3410 ps. The analysis attributes to cell leakage a power of 0.8204 nW.

The vias per cell came out at slightly above 4. The smallest setup slack after layout is -213.8 ps. The critical path buffer and inverter count is 5.

Sorting the synthesized cells by area gives the leading types as ha_1, fa_1, inv_1. The worst ir drop on vdd is between 20 and 30 uV. Among all stages on the critical path, the largest delay is contributed by fa_1. The cell area that synthesis handed to floorplanning was approximately 1000 um2. The worst stage delay on the critical path is 540 ps. The synthesized netlist handed to floorplanning was reported with a cell count of 136. The final count of pins violating max slew came out at 0. The combined area of the multi-input logic cells came out at about 1100 um2.

For reference, the critical path is captured by aluout[3]. The buffer_ports step reported a buffer count of 19. The count of warnings emitted by yosys is 2. Setup repair after global routing could not meet its margin everywhere. The run finished, with violations left.

The tally of filler cells in the layout is approximately 470. STA classifies the critical path endpoint as a primary output.
-- cell usage in the layout (no fill, tap or decap), types with 2 or more instances in the layout --
cell type / synthesis / routed
a21o_1: 5 / 5
a21oi_1: 9 / 6
a21oi_2: 0 / 3
buf_2: 2 / 3
buf_4: 2 / 36
buf_6: 0 / 3
buf_8: 0 / 3
clkbuf_2: 0 / 2
clkdlybuf4s50_1: 0 / 7
fa_1: 6 / 4
fa_2: 0 / 2
ha_1: 24 / 15
ha_2: 0 / 4
ha_4: 0 / 5
inv_1: 19 / 14
inv_2: 0 / 5
nand2_1: 9 / 6
nand2_4: 0 / 2
nand2b_1: 4 / 4
nand3_1: 3 / 3
nor2_1: 14 / 12
nor3_1: 3 / 3
o211ai_1: 2 / 2
o21ai_0: 5 / 3
o21ai_1: 4 / 6
o21bai_1: 2 / 2
xnor2_1: 3 / 3
xor2_1: 7 / 7
-- tightest hold or removal path, stage by stage --
cell and delay [ps]:
buf_8 100, buf_4 130, ha_1 200, inv_1 60, a32oi_1 80, clkbuf_2 90
-- what timing repair did --
action,4_1_cts,5_1_grt
setup endpoints to repair,7,7
setup buffers,4,2
gates cloned,0,0
resized,60,19
pin swaps,20,14
-- cell families after synthesis --
family | share of synthesized area [%]
compound gates | 21.23
simple gates | 16.28
xor+xnor | 8.444
buf+inv | 9.288
fa+ha+maj | 40.53
mux | 4.222
-- worst min-delay path by stage --
| stage | start | endpoint | slack (ps) |
|---|---|---|---|
| after CTS | b[2] | aluout[3] | 2420 |
| final | b[3] | aluout[4] | 2260 |
| after global routing | b[3] | aluout[4] | 2330 |
-- area by class of cell --
class / count / area share, %
Inverter: 19 / 4.266
Multi-Input combinational cell: 113 / 63.62
Tap cell: 67 / 5.015
Timing Repair Buffer: 55 / 27.10
-- routing by layer --
layer / vias up / GRT usage [%] / part of all wire, %
met1: 471 / 7.825 / 47
met3: 0 / 0.3353 / 1.4
li1: 568 / - / -
met5: - / 0 / 0
met2: 11 / 12.41 / 52
met4: 0 / 0.1326 / 0
-- report_power, final --
part,internal [W],total (W),switching (W)
Sequential,0,0,0
Clock,0,0,0
Combinational,0.000118,0.000212,0.0000937
Total,0.000118,0.000212,0.0000937
-- through the flow --
step	hold slack, ps	cell area, um2	setup slack [ps]	std cells	power (W)
floorplan	1757	1037	29.76	136	0.0001009
global placement	2828	1519	-1022	249	0.0001876
detailed placement	2829	1519	-1041	249	0.0001880
CTS	2423	1604	-288.6	253	0.0002085
global route	2335	1672	-348.7	254	0.0002384
finish	2261	1672	-213.8	254	0.0002116
Power and IR drop assume default switching activity.
