File: ./run.sh
#!/bin/bash
# OpenROAD 26Q1-2900-gdf79404cd8, Yosys 0.63+post, stock flow scripts
make -C /OpenROAD-flow-scripts/flow DESIGN_CONFIG=/design/flow/config.mk WORK_HOME=/design/flow/orfs finish
File: ./config.mk
export PLATFORM = sky130hd
export DESIGN_NAME = encoder_wop
export DESIGN_NICKNAME = encoder_wop
export VERILOG_FILES = /design/flow/design.v
export SDC_FILE = /design/flow/constraint.sdc
export NUM_CORES = 4
export LEC_CHECK = 1
export CORE_AREA = 10 10 70 70
export DIE_AREA = 0 0 80 80
File: ./constraint.sdc
current_design encoder_wop

set clk_period 1.4
set clk_io_pct 0.2

create_clock -name clk0 -period $clk_period

set non_clock_inputs [all_inputs -no_clocks]
set_input_delay [expr $clk_period * $clk_io_pct] -clock clk0 $non_clock_inputs
set_output_delay [expr $clk_period * $clk_io_pct] -clock clk0 [all_outputs]
File: ./design.v
module encoder_wop (I,D);
input [7:0] I;
output [2:0] D;
reg [2:0] D;
always @(I)
begin
 case (I)
 8'd1 : D=3'd0;
 8'd2 : D=3'd1;
 8'd4 : D=3'd2;
 8'd8 : D=3'd3;
 8'd16 : D=3'd4;
 8'd32 : D=3'd5;
 8'd64 : D=3'd6;
 8'd128 : D=3'd7;
default: D=3'BZZZ;
endcase
end
endmodule
module encoder_wop_tb;
reg [7:0] I;
wire [2:0] D;
encoder_wop uut(
.D(D),
.I(I)
);
initial begin
#10 I = 8'b10000000;
 #10 I = 8'b01000000;
 #10 I = 8'b00100000;
 #10 I = 8'b00010000;
 #10 I= 8'b00001000;
 #10 I= 8'b00000100;
#10 I = 8'b00000010;
#10 I = 8'b00000001;
#10;
end
initial begin
$monitor("time=",$time,"I=%b:D=%b",I,D);
end
endmodule
==> flow_summary_export.csv <==
group,metric,value,unit
floorplan,die.size.x,80,µm
critical_path,critPathArrivalTime,1.11,ns
global_routing,globalRoute.totalOverflow,0,
placement,dp_hpwl,591.4,µm
final_timing,final-max-slew-violation-count,0,
final_layout,final_layout_size_suffix_gt1_share,91.43,%
final_timing,slew_headroom,85.62,%
floorplan,fp.dieArea,6400,µm²
synth,netlist_instances,19,
final_timing,worst-slew-pin-transition,0.2148,ns
critical_path,critical_path.endpoint_type,"output port",
floorplan,fp-utilization,4.212,%
critical_path,critical_path_class,"in2out",
critical_path,worst_setup_path_start_kind,"primary input",
critical_path,worst_setup_path_startpoint,"I[2]",
floorplan,core,3416,µm²
synth,synth_warnings,2,
final_timing,timing.final.crit_period,1.387,ns
detailed_routing,detail_route.wirelength,729,µm
critical_path,crit_path_cell_trace,"buf_6 > or4_4 > nor2_2 > buf_2",
final_timing,finalCritPeriodShare,99.08,%
synth,synth.largest_area_cell,"sky130_fd_sc_hd__nor4b_1",
detailed_routing,avgViaCountPerCell,2.790,
final_layout,multiInputGateArea,260.3,µm²
placement,post_dp_cell_area,344.1,µm²
final_timing,rsz0062_at_grt,"yes",
hold_path,worstHoldPathType,"in2out",
placement,dpl.cell_count,80,
synth,synth.avg_cell_area,7.573,µm²
final_layout,layoutNonFillerInstCount,81,
placement,place.port_buffers,11,
final_timing,setup_viol,0,
run,max_cap_viols,0,
synth,most_common_cell,"sky130_fd_sc_hd__nor4b_1",
synth,yosysChipArea,143.9,µm²
final_timing,final_hold_viol_count,0,
detailed_routing,number_of_antenna_diodes,0,
clock_network,post_cts_hold_buffer_count,0,
power,power.ir.vdd_worst,128.2,µV
synth,ys_top_cells_by_count,"sky130_fd_sc_hd__nor4b_1, sky130_fd_sc_hd__nor2_1, sky130_fd_sc_hd__a211oi_1",
final_timing,max_clock_freq,0.7209,GHz
global_routing,grt_first_pass_wirelength,1235,µm
synth,syn-cell-area,143.9,µm²
detailed_routing,detail-route-antenna-nets,0,
critical_path,timing.critical_path.slowest_stage_cell,"sky130_fd_sc_hd__or4_4",
critical_path,cp_top_family,"simple AND/OR/NAND/NOR gates",
final_layout,number_of_clock_buffers_in_the_layout,0,
floorplan,placementRows,21,
final_layout,design_area,480.5,µm²
critical_path,worst-endpoint-required,1.12,ns
global_routing,number_of_antenna_violations_at_the_first_check_in_global_routing,0,
synth,synth.yosys.num_cells,19,
run_status,run_status,"completed",
floorplan,die_height,80,µm
power,static-leakage-power,0.1662,nW
final_layout,synthToLayoutAreaGrowth,233.9,%
power,totalPowerFinal,0.1132,mW
global_routing,grt_max_degree,8,
critical_path,worst-path-buf-inv,2,
synth,post_synth_main_area_contributors,"sky130_fd_sc_hd__nor4b_1, sky130_fd_sc_hd__a211oi_1, sky130_fd_sc_hd__nor4b_2, sky130_fd_sc_hd__nor2_1, sky130_fd_sc_hd__o31a_1",
final_layout,design.seq.count,0,
final_layout,register_area,0,µm²
detailed_routing,detailroute.via_count,226,
final_layout,n_fill_cell,390,
detailed_routing,average_wire_length_per_cell_after_detail_routing,9.000,µm
critical_path,critical_path_peak_fanout,4,
detailed_routing,drcViolationCount,0,
detailed_routing,drtPass1Iterations,2,
placement,routabilityCongestion,0.8070,
hold_path,min-delay-start,"I[3]",
synth,proportion_of_netlist_area_held_by_the_largest_area_contributor,36.52,%
power,power_per_cell_area,235.7,nW/µm²
global_routing,grt_pass1_vias,242,
critical_path,cpPeakStageDelay,0.52,ns
final_layout,postLayoutCoreUtil,14.07,%
synth,yosys.cell_types.count,11,
detailed_routing,drc_violation_total_after_the_first_tritonroute_iteration,1,
run,warning_count,34,
synth,synth_seq_share,0,%
global_routing,global_route.usage.total,2.357,%
floorplan,num_io_pins,11,
## per-layer routing
metal | up-vias | track usage [%] | routed length, µm
met5 | - | 0 | 0
met4 | 0 | 0 | 0
met3 | 0 | 0.3409 | 8
met2 | 9 | 3.130 | 253
met1 | 104 | 3.966 | 468
li1 | 113 | - | -
## power by group
| group | total, mW | switching (mW) | internal [mW] |
|---|---|---|---|
| logic | 0.113 | 0.0486 | 0.0647 |
| clock network | 0 | 0 | 0 |
| registers | 0 | 0 | 0 |
| total | 0.113 | 0.0486 | 0.0647 |
## repair_timing
| item | in CTS | in global routing |
|---|---|---|
| buffers inserted | 0 | 1 |
| pin swaps | 8 | 9 |
| setup endpoints to repair | 3 | 3 |
| resized | 62 | 17 |
## cells by family (layout without fill, tap and decap cells)
kind of cell / Yosys count / after routing / share of synthesized area [%]
compound gates: 3 / 3 / 16.52
xor+xnor: 2 / 2 / 12.18
buf+inv: 1 / 17 / 3.475
simple gates: 13 / 13 / 67.82
## cell type report
cell class                      count  share of cell area [%]
Tap cell                           46                   11.98
Multi-Input combinational cell     18                   54.17
Timing Repair Buffer               17                   33.85
## cells in the final DEF, fill, tap and decap left out
master,n
sky130_fd_sc_hd__a211oi_2,2
sky130_fd_sc_hd__buf_12,3
sky130_fd_sc_hd__buf_2,6
sky130_fd_sc_hd__buf_4,3
sky130_fd_sc_hd__buf_6,4
sky130_fd_sc_hd__clkbuf_2,1
sky130_fd_sc_hd__nor2_1,1
sky130_fd_sc_hd__nor2_2,2
sky130_fd_sc_hd__nor3_1,1
sky130_fd_sc_hd__nor4_4,1
sky130_fd_sc_hd__nor4b_2,3
sky130_fd_sc_hd__nor4b_4,4
sky130_fd_sc_hd__o31a_1,1
sky130_fd_sc_hd__or4_4,1
sky130_fd_sc_hd__xnor2_2,1
sky130_fd_sc_hd__xor2_2,1
## tightest hold or removal path, delay by kind of cell
family	cells	cell delay, ns
buffers and inverters	2	0.19
AND/OR/NAND/NOR	2	0.14
## final timing paths
check | endpoint | slack (ns) | cells after the start
min | D[2] | 0.89 | 4
max | D[2] | 0.01 | 4
## stage by stage
stage | hold slack [ns] | TNS [ns] | setup WS (ns)
after floorplan | 0.5733 | 0 | 0.2180
after global placement | 1.604 | -2.460 | -0.8562
after detailed placement | 1.602 | -2.534 | -0.9074
after CTS | 0.9084 | -0.1126 | -0.06006
after global routing | 0.9104 | -0.07473 | -0.04759
final | 0.8944 | 0 | 0.01285
No activity file was given, so power comes from the tool's default toggle rates.
